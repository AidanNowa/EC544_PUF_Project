[./config.mk]
export PLATFORM = sky130hd
export DESIGN_NAME = UART_TXD
export DESIGN_NICKNAME = UART_TXD
export VERILOG_FILES = /design/flow/design.v
export SDC_FILE = /design/flow/constraint.sdc
export NUM_CORES = 4
export LEC_CHECK = 1
export CORE_AREA = 10 10 78 78
export DIE_AREA = 0 0 88 88
[./constraint.sdc]
current_design UART_TXD

set clk_period 1.8
set clk_io_pct 0.2

create_clock -name clk0 -period $clk_period [get_ports {clk}]

set non_clock_inputs [all_inputs -no_clocks]
set_input_delay [expr $clk_period * $clk_io_pct] -clock clk0 $non_clock_inputs
set_output_delay [expr $clk_period * $clk_io_pct] -clock clk0 [all_outputs]
[./design.v]
`timescale 1ns / 1ps
module UART_TXD(clk, tx_DV, tx_Byte, tx_Active_out, tx_Serial_out, tx_Done_out);
    parameter clks_per_Bit = 867;
    input clk, tx_DV;
    input [7:0] tx_Byte;
    output tx_Active_out;
    output reg tx_Serial_out;
    output tx_Done_out;
    parameter IDLE = 3'b000;
    parameter tx_Start_Bit = 3'b001;
    parameter tx_Data_Bit = 3'b010;
    parameter tx_Stop_Bit = 3'b011;
    parameter cleanup = 3'b100;
    reg tx_Done = 1'b1;
    reg tx_Active = 1'b1;
    reg [7:0] clk_Count = 0;
    reg [2:0] bit_Index = 0;
    reg [7:0] tx_Data = 0;
    reg [2:0] sm_Main = 0;
    always @(posedge clk) begin
        case(sm_Main)
            IDLE: begin
                tx_Serial_out <= 1'b1;
                tx_Done <= 1'b0;
                clk_Count <= 0;
                bit_Index <= 0;
                if(tx_DV == 1'b1) begin 
                    tx_Active <= 1'b1;
                    tx_Data <= tx_Byte;
                    sm_Main <= tx_Start_Bit;
                end  
                else
                    sm_Main <= IDLE;
            end
            tx_Start_Bit: begin
                tx_Serial_out <= 1'b0;
                if(clk_Count < 866) begin 
                    clk_Count <= clk_Count + 1;
                    sm_Main <= tx_Start_Bit;
                end  
                else begin
                    clk_Count <= 0;
                    sm_Main <= tx_Data_Bit;
                end
            end                    
            tx_Data_Bit: begin    
                tx_Serial_out <= tx_Data[bit_Index];
                if(clk_Count < 866) begin
                    clk_Count <= clk_Count + 1;
                    sm_Main <= tx_Data_Bit;
                end  
                else begin
                    clk_Count <= 0;
                    if(bit_Index < 7) begin
                        bit_Index <= bit_Index + 1;
                        sm_Main <= tx_Data_Bit;
                    end  
                    else begin
                        bit_Index <= 0;
                        sm_Main <= tx_Stop_Bit;
                    end  
                end  
            end   
            tx_Stop_Bit: begin
                tx_Serial_out <= 1'b1;
                if(clk_Count < 866) begin
                    clk_Count <= clk_Count + 1;
                    sm_Main <= tx_Stop_Bit;
                end  
                else begin
                    tx_Done <= 1'b1;
                    clk_Count <= 0;
                    sm_Main <= cleanup;
                    tx_Active <= 1'b0;
                end  
            end
            cleanup: begin
                tx_Done <= 1'b1;
                sm_Main <= IDLE;
            end
            default:
                sm_Main <= IDLE;
        endcase
    end  
    assign tx_Active_out = tx_Active;
    assign tx_Done_out = tx_Done;                 
endmodule
[./run.sh]
#!/bin/bash
# OpenROAD 26Q1-2900-gdf79404cd8, Yosys 0.63+post, stock flow scripts
make -C /OpenROAD-flow-scripts/flow DESIGN_CONFIG=/design/flow/config.mk WORK_HOME=/design/flow/orfs finish
==> reports/results.tsv <==
metric	value	unit
Clock Latency Late Sink	0.24	ns
CTS-repair resized insts	0	
Tot GR Track Use	3.66	%
period utilization	89.0	%
Combinational Power Share	8.8	%
cell count after synthesis	48	
Antenna Violating Nets Remaining	0	
WL/cell	11.0	um
RePlAce Congestion	0.770	
CP max FO	4	
max incr delay on CP	0.38	ns
power per cell area	801	nW/um^2
initial antenna violation count	0	
worst hold slack	0.667	ns
post-CTS setup buffer count	0	
die width	88	um
CTS root buf	clkbuf_8	
Most used DFF post-synth	edfxtp_1	
Crit-path slowest cell	dfxtp_1	
total grt overflow	0	
CP endpoint kind	flop	
Post-synth regs	16	
top cells by area, synth	edfxtp_1 (58%), ha_1 (12%), dfxtp_1 (5.6%)	
Syn-to-layout area delta	32.5	%
Min-Delay Path Class	in2reg	
Critical Path AT	1.72	ns
first-pass GRT wire length	2350	um
status	complete, no violations	
Synth Area per Inst	15.0	um^2
share of cells above drive strength 1	9.23	%
leading area contributor after synthesis	edfxtp_1	
Synth top cell by count	edfxtp_1	
Net Switching	0.152	mW
clock group share of total power	35.0	%
H-tree depth	1	
clk sinks	16	
top cells by count	edfxtp_1 (14), ha_1 (7), inv_1 (4), nand2_1 (4)	
total power	0.764	mW
Max Cap Violations	0	
# IOs	13	
largest net degree at the start of global routing	10	
iteration count of the initial detailed-routing pass	2	
LEAKAGE	0.353	nW
clock tree buffer depth	2	
crit path kind	reg2reg	
CTS Hold Buffers Added	0	
Core Density at Floorplan	16.3	%
flip-flops with a built-in enable	14	
DIE AREA	7740	um^2
clock skew	0.00425	ns
tool warnings	30	
Slew Viols, Final	0	
Remaining DRCs	0	
Top cell area share	58.3	%
internal power component	0.613	mW
Setup crit start kind	flop	
CORE AREA	4410	um^2
cts bufs inserted	3	
Final Hold Fails	0	
RSZ-0062 raised after global routing	no	
post-synth cell types	19	
drt total wl	1290	um
Tmin final	1.60	ns
async set or reset register ratio after synthesis	0	%
sequential share of power	56.1	%
buffers added on ports	12	
register area share after synthesis	63.9	%
Worst EP required	1.92	ns
Max-slew headroom	79.5	%
Syn. warnings	1	
Peak VDD IR	0.361	mV
ys cells	48	
DR vias/cell	3.56	
critical path cell sequence	inv_1 -> ha_1 -> nor3b_1 -> a221oi_1 -> o211a_1	
initial drt markers	20	
setup_tns	0	ns
switching share of total power	19.8	%
Worst-Margin Slew	0.307	ns
Synth Cell Area	721	um^2
Ant. Diodes	0	
maximum clock rate	0.624	GHz
final setup vio count	0	
Die Y	88	um
yosys stat area	721	um^2
vias in the first global route	472	
Detailed Place HPWL	999	um
CTS tree	yes	
clock-pin slew of the registers on the worst-case setup and hold paths	0.06	ns
# rows	24	
via count	417	
## power by group through the flow
stage                 combinational [mW]  clock [mW]  sequential [mW]
after CTS                         0.0685       0.279            0.430
after global routing              0.0765       0.300            0.431
final                             0.0675       0.268            0.429
## layout make-up
class                           instances  area, um^2
Clock inverter                          1        3.75
Clock buffer                            3        41.3
Timing Repair Buffer                   14         135
Inverter                                4        15.0
Multi-Input combinational cell         27         234
Tap cell                               52        65.1
Fill cell                             460        3460
Sequential cell                        16         460
## stage by stage
step	utilization [%]	setup WS, ns	cell area (um^2)	std cells
3_3_place_gp	20.6	0.227	910	113
2_1_floorplan	-	0.360	721	48
6_report	21.6	0.198	955	117
4_1_cts	21.6	0.208	955	117
3_5_place_dp	20.6	0.186	910	113
5_1_grt	21.6	0.0942	955	117
## logic make-up after synthesis
family          Yosys count  share of synthesized area [%]
mux                       3                           5.90
compound gates            4                           4.17
flops                    16                           63.9
fa+ha+maj                 7                           12.2
simple gates             13                           10.2
buf+inv                   5                           3.65
## flip-flops by register name, summed over array words and instances (netlist names)
register / count
sm_Main: 2
bit_Index: 3
tx_Data: 8
tx_Serial_out: 1
tx_Active: 1
tx_Done: 1
## worst paths after layout
check,startpoint,end,slack [ns],depth (start not counted)
worst max register to register,sm_Main[0],tx_Serial_out,0.20,5
worst min register to register,sm_Main[1],tx_Done,0.69,1
worst max-delay path,sm_Main[0],tx_Serial_out,0.20,5
worst min-delay path,tx_Byte[0],tx_Data[0],0.67,1
## critical path: cells and delay by family (launching register included)
kind | cells | cell delay [ns]
AND-OR/OR-AND | 2 | 0.51
flip-flops | 1 | 0.38
adder cells (fa/ha/maj) | 1 | 0.34
AND/OR/NAND/NOR | 1 | 0.16
buffers and inverters | 1 | 0.10
## routing by layer
layer / GRT usage (%) / vias up / routed length, um
met2: 5.29 / 9 / 584
li1: - / 212 / -
met3: 1.31 / 2 / 61
met5: 0 / - / 0
met4: 1.01 / 0 / 8
met1: 5.10 / 194 / 632
## placed cells by master (no fill, tap or decap), drive strengths merged
cell type / count
edfxtp: 14
clkdlybuf4s50: 12
ha: 7
inv: 4
nand2: 4
clkbuf: 3
and2: 2
mux2i: 2
nand2b: 2
buf: 2
dfxtp: 2
mux4: 1
nand4b: 1
nor3b: 1
a221oi: 1
o211a: 1
or3: 1
nor2: 1
nand3b: 1
a21oi: 1
a31oi: 1
clkinv: 1
Power is estimated from default activity; no workload was simulated.
